===== run.sh =====
#!/bin/bash
# OpenROAD 26Q1-2900-gdf79404cd8, Yosys 0.63+post, stock flow scripts
make -C /OpenROAD-flow-scripts/flow DESIGN_CONFIG=/design/flow/config.mk WORK_HOME=/design/flow/orfs finish

===== config.mk =====
export PLATFORM = sky130hd
export DESIGN_NAME = sigin
export DESIGN_NICKNAME = sigin
export VERILOG_FILES = /design/flow/design.v
export SDC_FILE = /design/flow/constraint.sdc
export NUM_CORES = 4
export LEC_CHECK = 1
export CORE_AREA = 10 10 70 70
export DIE_AREA = 0 0 80 80

===== constraint.sdc =====
current_design sigin

set clk_period 2.3
set clk_io_pct 0.2

create_clock -name clk0 -period $clk_period [get_ports {clk}]

set non_clock_inputs [all_inputs -no_clocks]
set_input_delay [expr $clk_period * $clk_io_pct] -clock clk0 $non_clock_inputs
set_output_delay [expr $clk_period * $clk_io_pct] -clock clk0 [all_outputs]

===== design.v =====
 module sigin(data, clk, ena, rst);
 input clk, ena, rst; 
 output [7:0] data; 
 reg [7:0] data;
 always @ (posedge clk or negedge rst)
 begin
  if (!rst)
  data = 8'b0;
  else if (ena)
  data = data + 8'b1;
 end
endmodule

==> notes.md <==
Physical design

The remaining design rule violation count stands at 0. Per the GRT congestion report, total overflow comes to 0.

The largest stage delay on the critical path stands at 0.51 ns. The global-route wire length before repair stands at 1.23 mm. Dividing the synthesized area by the synthesized cell count gives 13.0 sq um. The final setup violation count stands at 0.

Endpoints failing hold in the final report were tallied at 0. After routing, the total negative slack on setup checks comes to 0 ns. Once iteration 0 of detailed routing completed, the report listed 14 DRC markers. The average routed wire per standard cell stands at 8.61 microns. The maximum achievable frequency stands at 602 MHz. In the floorplan report the effective utilization is 9.89%. The kind of cell with the highest combined delay along the critical path is buffers and inverters.

The number of warnings the tools reported stands at 25. For this run, the leading register cell type out of synthesis is sky130_fd_sc_hd__dfrtp_1. OpenSTA lists the critical path endpoint as data[0]. Per STA, the startpoint of the critical path is data[0]. The sequential area share after synthesis stands at 59.3%.

The growth of design area from synthesis to finish stands at 53.3%. In the post-synthesis netlist, the cell with the most instances is sky130_fd_sc_hd__dfrtp_1. Cells with a size suffix above 1 make up 15.4% of the layout.

The data arrival time of the worst path stands at 1.20 ns. The number of buffers between clock root and the deepest sink stands at 2. In this run the post-CTS setup repair buffer count came out at 0.

On the final layout, the worst hold slack is 0.468 ns. The top cell type's share of synthesized area stands at 59.3%. STA reports the tightest min-delay check as being of type flop to flop. In the routed netlist, the antenna diode instances number 0.

The largest net degree at the start of global routing stands at 9. Sorting the Yosys area breakdown by cell type puts at the top sky130_fd_sc_hd__dfrtp_1. The share of the cycle needed by the critical path after routing stands at 72.2%. CTS built an H-tree with a depth of 1. The floorplan has 21 rows. The critical path in this run is classified as flop to output pin. The clock reaches the later pin of the worst-skew pair after 0.25 ns.

Setup repair after global routing left no endpoint under its margin. Per the detailed-route log, wirelength across all metal layers totals 732 microns. According to the CTS report, the clock sink count is 8. The critical path's slowest stage uses the library cell sky130_fd_sc_hd__clkdlybuf4s50_1. The share of the synthesized netlist area taken by xor and xnor gates stands at 18.1%. The number of flip-flops in the largest register stands at 8.

The chip area stands at 0.00640 sq mm. The final critical-path required period stands at 1.66 ns. The worst-path maximum fanout stands at 5. The final timing report lists clock skew as 0.00107 ns. The tally of buffers added on design ports stands at 10. In the routed layout, each cell is associated on average with a via count of 2.71. The standby leakage power stands at 0.213 nW.

The final weighted congestion recorded by global placement is 0.758. The vertical die dimension stands at 80 microns. The met2 track utilization from global routing stands at 2.73%. The pre-antenna-repair detailed-routing pass consisted of 3 iterations. Logic depth along the worst register-to-register path is recorded as 2. The cell area after synthesis stands at 338 sq um. The warning tally printed by Yosys for this design is 1. The clock transition at the registers of the reported paths stands at 0.05 ns.

The detailed placer's ending HPWL stands at 598 microns. Across all checked pins, the minimum headroom to the slew limit is 77.2%. The synthesized instance count stands at 26. Global routing put the most usage on met1.

The post-synth tally of flip-flops with integrated enable stands at 0. Across the VDD grid, the largest voltage drop is 320 uV. The global routing met1 resource utilization stands at 3.23%. The via count of the first global-routing pass stands at 237.

The final max-slew violation count recorded for this run is 0. After synthesis, the largest family of logic cells by area is XOR/XNOR gates. The critical path goes through clkdlybuf4s50_1. Power spread over the standard cell area amounts to 1130 mW/mm^2. The total CTS buffers stands at 3. The timing report notes that buffer and inverter cells on the critical path total 1.

The area fraction in compound gates after synthesis stands at 0%. According to the floorplan report, the placeable core area is 0.00342 sq mm. Nets still carrying antenna violations after routing amount to 0. Detailed routing inserted a total of 230 vias. The worst endpoint required time stands at 1.84 ns. For this run, the number of standard cells in the final layout without fillers is 85. Summing the areas of all fa, ha and maj instances in the mapped netlist gives 3.70% of the synthesized area.

The flow ran to the end, and the final reports show no timing, DRC or antenna violations. Ranked by total cell area, the synthesized netlist is headed by sky130_fd_sc_hd__dfrtp_1 59%, sky130_fd_sc_hd__xor2_1 10%, sky130_fd_sc_hd__xnor2_1 7.8%. The worst setup path is captured at an output pin. The final setup slack of the worst path stands at 0.640 ns. After synthesis, the share of flip-flops with an asynchronous set or reset is 100%.

The number of gates given a new drive strength after cts stands at 0. Across all register-to-register paths, the minimum setup slack is 1.18 ns. The synthesized netlist was found by Yosys to have 26 cells. Once placement completed, the tool counted placed cells totaling 82.

The combined global-route utilization of all metal layers stands at 2.49%. After Yosys synthesis, and, or, nand and nor cells account for 15.6% of the synthesized area. For this design the top-level I/O count stands at 11.

Per the CTS log, the root buffer master is sky130_fd_sc_hd__clkbuf_4. According to the Yosys statistics, the synthesized design has a chip area of 338 sq um. The instance count on the critical path stands at 1.

Setup slack on the worst path after placement came out at 0.712 ns. STA classifies the critical path startpoint as a flop. Multiplexer cells account for 3.33% of the synthesized area.

In this run, distinct cell masters in the synthesized netlist total 10. The worst register-to-register path ends at data[1]. In this run the horizontal extent of the chip is 80 microns.

The transition time at the pin with the least slew margin stands at 0.341 ns. The number of antenna violations at the first check in global routing is 0. TritonCTS built the clock tree.

The total area of multi-input combinational cells stands at 138 sq um. In this run the critical register-to-register path is launched from data[0]. In the global route stage, met3 resource usage came out at 2.61%. Max-cap violations in this run came to 0. The report puts the hold buffer count at CTS at 0. The area occupied by registers stands at 200 sq um.

The final-layout fill cell count stands at 389. Ranked by instance count, the synthesized netlist is headed by 8 x sky130_fd_sc_hd__dfrtp_1, 4 x sky130_fd_sc_hd__xor2_1, 3 x sky130_fd_sc_hd__nand4_1, 3 x sky130_fd_sc_hd__xnor2_1. The number of synthesized register bits stands at 8.
[cells in the final DEF (no fill, tap or decap)]
| cell type | instances |
|---|---|
| sky130_fd_sc_hd__xor2_1 | 4 |
| sky130_fd_sc_hd__xnor2_1 | 3 |
| sky130_fd_sc_hd__clkbuf_4 | 3 |
| sky130_fd_sc_hd__clkdlybuf4s50_1 | 10 |
| sky130_fd_sc_hd__dfrtp_1 | 8 |
| sky130_fd_sc_hd__ha_1 | 1 |
| sky130_fd_sc_hd__nand2_1 | 2 |
| sky130_fd_sc_hd__nand4_1 | 3 |
| sky130_fd_sc_hd__nor2_2 | 1 |
| sky130_fd_sc_hd__mux2_2 | 1 |
| sky130_fd_sc_hd__nand4_2 | 1 |
| sky130_fd_sc_hd__nor2_1 | 2 |
[logic make-up after synthesis]
kind of cell | Yosys count
flip-flops | 8
adder cells (fa/ha/maj) | 1
multiplexers | 1
XOR/XNOR | 7
AND/OR/NAND/NOR | 9
[worst min-delay path by stage]
| stage | depth (start not counted) | startpoint | end |
|---|---|---|---|
| 6_report | 1 | data[7] | data[7] |
| 5_1_grt | 1 | data[7] | data[7] |
| 4_1_cts | 1 | data[7] | data[7] |
[where the power goes]
part	internal (mW)	total, mW	switching (mW)
logic	0.149	0.198	0.0487
clock network	0.0594	0.103	0.0435
registers	0.200	0.283	0.0829
total	0.409	0.584	0.175
[layer usage]
metal	up-vias	wire length [microns]	part of all wire, %
met2	11	239	33
met4	0	0	0
met3	0	127	17
met1	100	365	50
met5	-	0	0
li1	119	-	-
[cell type report]
class	count	area share, %
clock buffer	3	4.35
timing repair buffer	10	19.3
multi-input combinational	18	26.6
tap	46	11.1
sequential	8	38.6
[per-stage QoR]
step / util (%) / power [mW] / instance area (sq um)
2_1_floorplan: - / 0.336 / 338
3_3_place_gp: 14.5 / 0.483 / 495
3_5_place_dp: 14.5 / 0.490 / 495
4_1_cts: 15.2 / 0.598 / 518
5_1_grt: 15.2 / 0.642 / 518
6_report: 15.2 / 0.584 / 518
Power is estimated from default activity; no workload was simulated.
